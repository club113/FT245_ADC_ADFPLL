### config.mk
export PLATFORM = sky130hd
export DESIGN_NAME = ADF_APP
export DESIGN_NICKNAME = ADF_APP
export VERILOG_FILES = /design/flow/design.v
export SDC_FILE = /design/flow/constraint.sdc
export NUM_CORES = 4
export LEC_CHECK = 1
export CORE_UTILIZATION = 30
### constraint.sdc
current_design ADF_APP

set clk_period 3.2
set clk_io_pct 0.2

create_clock -name clk0 -period $clk_period [get_ports {CLK}]

set non_clock_inputs [all_inputs -no_clocks]
set_input_delay [expr $clk_period * $clk_io_pct] -clock clk0 $non_clock_inputs
set_output_delay [expr $clk_period * $clk_io_pct] -clock clk0 [all_outputs]
### design.v
`timescale 1ns / 1ps
module ADF4351(
    input CLK,
    input RST,
	input  ADF_WEN,  
	input  [31:0] WDATA,  
    output ADF_CLK,  
    output ADF_DATA,  
    output ADF_LE,
	output ADF_WRITE_DONE
    );
reg  ADF_CLK_reg, ADF_CLK_reg_next;
reg  ADF_DATA_reg, ADF_DATA_reg_next;
reg  ADF_LE_reg,ADF_LE_reg_next;
reg  ADF_WRITE_DONE_reg,ADF_WRITE_DONE_reg_next;
reg [2:0]DataWriteStatus,DataWriteStatus_next;
localparam [2:0] 
WRITE_IDLE    = 3'd0,
WRITE_CLK_L   = 3'd1,
WRITE_CLK_DO  = 3'd2,
WRITE_CLK_H   = 3'd3,
WRITE_CLK_ADD = 3'd4,
WRITE_DONE    = 3'd5;
reg [4:0]BitsCntReg,BitsCntReg_next; 
always@( negedge RST,posedge CLK)
begin
if(!RST)
	begin
	DataWriteStatus <= WRITE_IDLE;
	ADF_CLK_reg <= 0;
	ADF_DATA_reg <= 0;
	ADF_LE_reg <= 1;
	ADF_WRITE_DONE_reg <= 0;
	BitsCntReg <= 5'd31;
	end
else
	begin
	DataWriteStatus <= DataWriteStatus_next;
	ADF_CLK_reg <= ADF_CLK_reg_next;
	ADF_DATA_reg <= ADF_DATA_reg_next;
	ADF_LE_reg <= ADF_LE_reg_next;
	ADF_WRITE_DONE_reg <= ADF_WRITE_DONE_reg_next;
	BitsCntReg <= 	BitsCntReg_next; 
	end
end
always@*
begin
DataWriteStatus_next = DataWriteStatus;
ADF_LE_reg_next = ADF_LE_reg;
ADF_WRITE_DONE_reg_next = 0;
BitsCntReg_next = BitsCntReg;
ADF_DATA_reg_next = ADF_DATA_reg;
	case(DataWriteStatus)
	WRITE_IDLE:
		begin
			if(ADF_WEN)
				begin
				ADF_LE_reg_next = 0;
				DataWriteStatus_next = WRITE_CLK_L;
				end
			else
				begin
				ADF_LE_reg_next = 1;
				end
			ADF_CLK_reg_next = 0;
		end
	WRITE_CLK_L:
		begin
		ADF_CLK_reg_next = 0;
		DataWriteStatus_next = WRITE_CLK_DO;
		end
	WRITE_CLK_DO:
		begin
		ADF_DATA_reg_next = WDATA[BitsCntReg]; 
		DataWriteStatus_next = WRITE_CLK_H;
		end	
	WRITE_CLK_H:
		begin
			ADF_CLK_reg_next = 1;
			DataWriteStatus_next = WRITE_CLK_ADD;
		end
	WRITE_CLK_ADD:
		begin
		BitsCntReg_next = BitsCntReg_next - 5'd1;
		if(BitsCntReg_next ==  5'd31)
			begin
			DataWriteStatus_next = WRITE_DONE;
			end
		else
			begin
			DataWriteStatus_next = WRITE_CLK_L;
			end
		end
	WRITE_DONE:
		begin
		ADF_WRITE_DONE_reg_next = 1;
		DataWriteStatus_next = WRITE_IDLE;
		ADF_CLK_reg_next = 0;
		end
	default:
		begin
		DataWriteStatus_next = WRITE_IDLE;
		end
	endcase
end
assign ADF_CLK = ADF_CLK_reg;
assign ADF_DATA = ADF_DATA_reg;
assign ADF_LE = ADF_LE_reg;
assign ADF_WRITE_DONE = ADF_WRITE_DONE_reg; 
endmodule
`timescale 1ns / 1ps
module ADF4351_FREQ(
    input RST,
    input CLK,
	input CFG_EN,      
    input LO_SET,      
	input  [23:0]FREQ,  
	output [31:0]ADF_R0,
	output [31:0]ADF_R4,
	output  DONE
    );
reg [23:0]FreqReg,FreqRegNext;	
reg [31:0]FreqintReg,FreqintReg_next;
reg [31:0]FreqfracReg,FreqfracReg_next;
reg [31:0]LO_FreqintReg,LO_FreqintReg_next;
reg [31:0]LO_FreqfracReg,LO_FreqfracReg_next;
reg [2:0]FreqCalStatus,FreqCalStatus_next;
localparam [2:0]
CAL_STATUS_IDLE = 3'd0,
CAL_STATUS_R0_STEP_0 = 3'd1,
CAL_STATUS_R0_STEP_1 = 3'd2,
CAL_STATUS_R0_STEP_2 = 3'd3;
reg [31:0]ADF_R0_reg,ADF_R0_regNext;
reg [31:0]ADF_R4_reg,ADF_R4_regNext;
reg Done_reg,Done_regNext;
always@( negedge RST,posedge CLK)
begin
	if(!RST)
		begin
		ADF_R0_reg <= 32'H00501f40;
		ADF_R4_reg <= 32'h00AC803C;
		FreqCalStatus <= CAL_STATUS_IDLE;
		end
	else
		begin
		ADF_R0_reg <= ADF_R0_regNext;
		ADF_R4_reg <= ADF_R4_regNext;
		FreqCalStatus <= FreqCalStatus_next;
		FreqReg <= FreqRegNext;
		end
end
assign ADF_R0 = ADF_R0_reg;
assign ADF_R4 = ADF_R4_reg;
assign DONE = Done_reg;
always@*
begin
ADF_R0_regNext = ADF_R0_reg;
ADF_R4_regNext = ADF_R4_reg;
FreqintReg_next = FreqintReg;
FreqfracReg_next = FreqfracReg;
FreqCalStatus_next = FreqCalStatus;
FreqRegNext = FreqReg;
Done_regNext = 0;
    case(FreqCalStatus)
	CAL_STATUS_IDLE: 
		if(CFG_EN)
		begin
		FreqCalStatus_next = CAL_STATUS_R0_STEP_0;
		if(LO_SET)
			begin
			FreqRegNext = FREQ - 2000;  
			end
		else
			begin
			FreqRegNext = FREQ;
			end
		end
	CAL_STATUS_R0_STEP_0:
		begin
		FreqCalStatus_next = CAL_STATUS_R0_STEP_1;
		if( (FreqReg > 24'd31999)&&( FreqReg < 24'd68750)) 
			begin
				ADF_R4_regNext = 32'H00EC803C;
				FreqintReg_next = FreqReg << 6;
				FreqfracReg_next =  FreqReg << 3;
			end
		else if( (FreqReg > 24'd68749)&&( FreqReg < 24'd137500))
		    begin
				ADF_R4_regNext = 32'H00DC803C;
				FreqintReg_next = FreqReg << 5;
				FreqfracReg_next =  FreqReg << 2;
			end
		else if( (FreqReg > 24'd137499)&&( FreqReg < 24'd275000))
		    begin
			ADF_R4_regNext = 32'H00CC803C;
			FreqintReg_next = FreqReg << 4;
			FreqfracReg_next =  FreqReg << 1;
			end
		else if( (FreqReg > 24'd274999)&&( FreqReg < 24'd550000))
		    begin
			ADF_R4_regNext = 32'H00BC803C;
			FreqintReg_next = FreqReg << 3;
			FreqfracReg_next =  FreqReg;
			end
		else if( (FreqReg > 24'd549999)&&( FreqReg < 24'd1100000))
		    begin
			ADF_R4_regNext = 32'H00AC803C;
			FreqintReg_next = FreqReg << 2;
			FreqfracReg_next =  FreqReg >> 1;
			end
		else if( (FreqReg > 24'd1099999)&&( FreqReg < 24'd2200000))
		    begin
			ADF_R4_regNext = 32'H009C803C;
			FreqintReg_next = FreqReg << 1;
			FreqfracReg_next =  FreqReg >> 2;
			end
		else if( FreqReg > 24'd2199999)
		    begin
			ADF_R4_regNext = 32'H008C803C;
			FreqintReg_next = FreqReg;
			FreqfracReg_next =  FreqReg >> 3;
			end
		else
		    begin
			ADF_R4_regNext = 32'H008C803C;
			FreqintReg_next = FreqReg;
			FreqfracReg_next =  FreqReg >> 3;
			end
		end
	CAL_STATUS_R0_STEP_1:
		begin
			FreqCalStatus_next = CAL_STATUS_R0_STEP_2;
			FreqintReg_next = FreqintReg_next << 15;
			FreqfracReg_next = FreqfracReg_next << 3;
		end
	CAL_STATUS_R0_STEP_2:
		begin
			FreqCalStatus_next = CAL_STATUS_IDLE;
			ADF_R0_regNext = FreqintReg_next | FreqfracReg_next;
			Done_regNext = 1;
		end
	default:
		begin
			FreqCalStatus_next = CAL_STATUS_IDLE;
		end
	endcase
end
endmodule
`timescale 1ns / 1ps
module ADF_APP(
    input CLK,
    input RST,
	input CFG_EN,      
	input [23:0]FREQ,  
    output D_CLK,
    output D_OUT,
    output D_LE,
    output REF_CLK,
	output LO_D_CLK,
    output LO_D_OUT,
    output LO_D_LE,
    output LO_REF_CLK,
	output [5:0]SW_V,
	output RF_SW_EN,
	output RF_SW_CTL,
	output CFG_DONE_FLAG   
    );
wire CLK_40MZH;
wire FREQ_CAL_DONE;   
reg [5:0]SW_V_reg;
reg CfgDoneReg,CfgDoneRegNext;
reg RF_SW_EN_reg;
reg RF_SW_CTL_reg;
reg REF_CLK_reg;
wire ADF_RF_Done,ADF_LO_Done;
reg ADF_RF_WriteEn,ADF_RF_WriteEn_next;  
reg [31:0]ADF_RF_Data,ADF_RF_DataNext;
reg [31:0]ADF_LO_Data,ADF_LO_DataNext;
wire [31:0]ADF_LO_R0;
wire [31:0]ADF_RF_R0;
wire [31:0]ADF_LO_R4;
wire [31:0]ADF_RF_R4;
localparam [31:0]
LO_ADF_REG0 = 32'H00501f40,  
ADF_REG0 = 32'H00500000,   
ADF_REG1 = 32'h0800E1A9, 
ADF_REG2 = 32'h00004E42, 
ADF_REG3 = 32'h000004B3, 
ADF_REG4 = 32'h00AC803C, 
ADF_REG5 = 32'H00400005;
reg [2:0]ADF_RF_CFG_Status,ADF_RF_CFG_StatusNext;
localparam [2:0]
CFG_IDLE = 3'd0,
CFG_REG0 = 3'd1,
CFG_REG1 = 3'd2,
CFG_REG2 = 3'd3,
CFG_REG3 = 3'd4,
CFG_REG4 = 3'd5,
CFG_REG5 = 3'd6,
CFG_DONE = 3'd7;
 ADF4351 RF_PLL_TRANS(
     .CLK(CLK),
     .RST(RST),
	 .ADF_WEN(ADF_RF_WriteEn),  
	 .WDATA(ADF_RF_Data),  
     .ADF_CLK(D_CLK),  
     .ADF_DATA(D_OUT),  
     .ADF_LE(D_LE),
	 .ADF_WRITE_DONE(ADF_RF_Done)
    );
 ADF4351 LO_PLL_TRANS(
     .CLK(CLK),
     .RST(RST),
	 .ADF_WEN(ADF_RF_WriteEn),  
	 .WDATA(ADF_LO_Data),  
     .ADF_CLK(LO_D_CLK),  
     .ADF_DATA(LO_D_OUT),  
     .ADF_LE(LO_D_LE),
	 .ADF_WRITE_DONE(LO_ADF_RF_Done)
    );
 ADF4351_FREQ RF_FREQ_CAL(
     .RST(RST),
     .CLK(CLK),
	 .CFG_EN(CFG_EN),      
     .LO_SET(0),      
	 .FREQ(FREQ),  
	 .ADF_R0(ADF_RF_R0),
	 .ADF_R4(ADF_RF_R4),
	 .DONE(FREQ_CAL_DONE)
    );
 ADF4351_FREQ LO_FREQ_CAL(
     .RST(RST),
     .CLK(CLK),
	 .CFG_EN(CFG_EN),      
     .LO_SET(1),      
	 .FREQ(FREQ),  
	 .ADF_R0(ADF_LO_R0),
	 .ADF_R4(ADF_LO_R4),
	 .DONE(DONE)
    );	
always@( negedge RST,posedge CLK)
begin
	if(!RST)
		begin
		ADF_RF_Data <= 0;
		ADF_LO_Data <= 0;
		ADF_RF_CFG_Status <= CFG_IDLE;
		ADF_RF_WriteEn <= 0;
		REF_CLK_reg <= 0;
		SW_V_reg <= 0;
		RF_SW_EN_reg <= 0;
		RF_SW_CTL_reg <= 0;
		CfgDoneReg <= 0;
		end
	else
		begin
		ADF_RF_Data <= ADF_RF_DataNext;
		ADF_LO_Data <= ADF_LO_DataNext;
		ADF_RF_CFG_Status <= ADF_RF_CFG_StatusNext;
		ADF_RF_WriteEn <= ADF_RF_WriteEn_next;
		REF_CLK_reg <= ~REF_CLK_reg;  
		SW_V_reg <= 6'b000001;
		RF_SW_EN_reg <= 0;
		RF_SW_CTL_reg <= 0;
		CfgDoneReg <= CfgDoneRegNext;
		end
end
assign REF_CLK = REF_CLK_reg;
assign SW_V = SW_V_reg;
assign LO_REF_CLK = REF_CLK_reg;
assign RF_SW_EN = RF_SW_EN_reg;
assign RF_SW_CTL = RF_SW_CTL_reg;
assign CFG_DONE_FLAG = CfgDoneReg; 
always@*
begin
ADF_RF_CFG_StatusNext = ADF_RF_CFG_Status;
ADF_RF_WriteEn_next = 0;
CfgDoneRegNext = 0;  
ADF_RF_DataNext = ADF_RF_Data;
ADF_LO_DataNext = ADF_LO_Data;
	case(ADF_RF_CFG_Status)
		CFG_IDLE:
			begin
				if(FREQ_CAL_DONE)
				begin
					ADF_RF_CFG_StatusNext = CFG_REG5;
					ADF_RF_DataNext = ADF_REG5;
					ADF_LO_DataNext = ADF_REG5;
					ADF_RF_WriteEn_next = 1;    
				end
			end
		CFG_REG5:
			begin
				if(ADF_RF_Done) 
				begin
				ADF_RF_CFG_StatusNext = CFG_REG4;
				ADF_RF_DataNext = ADF_RF_R4;  
				ADF_LO_DataNext = ADF_LO_R4;
				ADF_RF_WriteEn_next = 1;    
				end
			end
		CFG_REG4:
			begin
				if(ADF_RF_Done)
				begin
				ADF_RF_CFG_StatusNext = CFG_REG3;
				ADF_RF_DataNext = ADF_REG3;
				ADF_LO_DataNext = ADF_REG3;
				ADF_RF_WriteEn_next = 1;
				end
			end
		CFG_REG3:
			begin
				if(ADF_RF_Done)
				begin
				ADF_RF_CFG_StatusNext = CFG_REG2;
				ADF_RF_DataNext = ADF_REG2;
				ADF_LO_DataNext = ADF_REG2;
				ADF_RF_WriteEn_next = 1;
				end
			end
		CFG_REG2:
			begin
				if(ADF_RF_Done)
				begin
				ADF_RF_CFG_StatusNext = CFG_REG1;
				ADF_RF_DataNext = ADF_REG1;
				ADF_LO_DataNext = ADF_REG1;
				ADF_RF_WriteEn_next = 1;
				end
			end
		CFG_REG1:
			begin
				if(ADF_RF_Done)
				begin
				ADF_RF_CFG_StatusNext = CFG_REG0;
				ADF_RF_DataNext = ADF_RF_R0;
				ADF_LO_DataNext = ADF_LO_R0;
				ADF_RF_WriteEn_next = 1;
				end
			end
		CFG_REG0:
			begin
				if(ADF_RF_Done)
				begin
				ADF_RF_CFG_StatusNext = CFG_DONE;
				ADF_RF_WriteEn_next = 0;
				end
			end
		CFG_DONE:
			begin
			ADF_RF_CFG_StatusNext = CFG_IDLE;
			CfgDoneRegNext = 1;
			end
	endcase
end
endmodule
### run.sh
#!/bin/bash
# OpenROAD 26Q1-2900-gdf79404cd8, Yosys 0.63+post, stock flow scripts
make -C /OpenROAD-flow-scripts/flow DESIGN_CONFIG=/design/flow/config.mk WORK_HOME=/design/flow/orfs finish
==> impl_metrics.csv <==
group,metric,value,unit
sta,setup_tns,0,ns
synth,ys_types,69,
setup_path,required,3.49,ns
layout,final_cells,840,
sta,setup_viol,0,
synth,netlist_area,0.00604,mm^2
setup_path,crit_path_end,"LO_FREQ_CAL.ADF_R4_reg[20]",
route,via_per_inst,5.00,
route,ant_nets,0,
synth,top_area_share,23.8,%
setup_path,start_kind,"flip-flop",
setup_path,reg2reg_slack,0.83,ns
setup_path,worst-endpoint-arrival,2.66,ns
sta,finalMaxSlewViolations,0,
floorplanning,io_pins,44,
pwr,power_density,493,mW/mm^2
sta,period_used_share,74.0,%
setup_path,r2r-start,"LO_FREQ_CAL.FreqReg[16]",
route,via_count,4201,
clocking,cts_resized,0,
global_routing,grt_max_degree,63,
synth,top_cell,"nor2_1",
clocking,clkTransAtPathRegs,0.06,ns
sta,worst_pin_slew,0.749,ns
setup_path,rr_endpoint,"LO_FREQ_CAL.ADF_R4_reg[20]",
clocking,cts_setup_buffers,0,
floorplanning,std_cell_rows,51,
clocking,cts-root-buf,"clkbuf_16",
synth,ys_chip_area,0.00604,mm^2
run,maxCapViolCount,0,
synth,synthTopCellsByArea,"edfxtp_1 (24%), dfrtp_1 (23%), dfstp_2 (8.3%)",
sta,skew,0.00683,ns
route,diodes,0,
floorplanning,chipWidth,144,um
clocking,hold_buffers,0,
clocking,cts_tree,"done",
global_routing,grt_pass1_vias,4065,
clocking,numCtsBuffers,17,
sta,max_freq,0.422,GHz
setup_path,path_depth,6,
setup_path,crit_type,"flip-flop to flip-flop",
sta,max_slew_margin,50.0,%
clocking,htreeDepth,4,
sta,unclocked_pins,2,
synth,yosysTopAreaCell,"edfxtp_1",
sta,untimed_endpoints,4,
layout,drive_above_1_share,14.4,%
synth,avgSynthCellArea,11.4,um^2
placed_design,dp_hpwl,9110,um
route,firstDrtPassIters,4,
route,drt_iter0_drc,209,
global_routing,grt_first_pass_wirelength,21300,um
floorplanning,fp.dieH,144,um
sta,rsz0062_at_grt,"no",
route,wl_per_cell,15.3,um
route,route.detailed.drc,0,
synth,syn-instance-count,531,
sta,timing.final.hold_violations,0,
run,log.warning_count,27,
setup_path,critPathTopFamily,"AND-OR/OR-AND gates",
clocking,clock_path_buffers,2,
run_status,status,"finished clean",
layout,syn_to_final_growth,18.4,%
global_routing,grt.total_usage,13.7,%
floorplanning,initial_core_util,30.9,%
route,routed_wl,12900,um
pwr,p_leak,0.00273,uW
setup_path,cp_max_fo,8,
synth,numSynthFlops,125,
setup_path,cpPeakStageDelay,0.55,ns
setup_path,ff2ff_path_depth,6,
sta,finalCriticalPeriod,2.37,ns
setup_path,crit_start,"LO_FREQ_CAL.FreqReg[16]",
floorplanning,coreArea,0.0196,mm^2
layout,utilization,36.5,%
synth,synthTopCellsByCount,"nor2_1 (57), dfrtp_1 (56), edfxtp_1 (48)",
global_routing,antenna_found_initial,0,
synth,synth-edff-count,48,
placed_design,dp_cells,808,
synth,ys_cells,531,
setup_path,critical-path-slowest-cell,"a2111oi_1",
sta,whs,0.0802,ns
layout,largestRegisters,"LO_FREQ_CAL.FreqReg (24), RF_FREQ_CAL.FreqReg (24), ADF_RF_Data (17)",
floorplanning,chip_area,0.0207,mm^2
global_routing,gr-total-overflow,0,
synth,yosysWarnings,136,
synth,ff_type,"dfrtp_1",
setup_path,end_kind,"flip-flop",
setup_path,cp_num_buf_inv,0,
pwr,peakVddDrop,0.000301,V
synth,synthArstFlopShare,60.0,%
pwr,total_power,3530,uW
hold_path,hold_path_class,"primary input to async pin",
setup_path,cp_cell_sequence,"or4bb_1 > a2111oi_1 > nor4_1 > o21ai_1 > o211ai_1 > mux2_2",
placed_design,globalplace.congestion,0.911,
clocking,clock_latency,0.40,ns
placed_design,portBuffers,36,
final cells by class:
class	instances	area, um^2
clock inverters	14	120
multi-input cells	358	2430
clock buffers	18	439
flip-flops and latches	125	3370
well taps	265	332
repair buffers	40	388
inverters	20	75.1
fillers	1876	12400
metal layers:
metal / vias to the layer above / routed length (um) / GRT usage, %
li1: 2024 / - / -
met1: 2022 / 5760 / 20.0
met2: 143 / 5960 / 20.8
met3: 12 / 948 / 4.61
met4: 0 / 191 / 1.96
met5: - / 0 / 0
how the worst min path moves through the flow:
stage | startpoint | endpoint | slack [ns] | cells after the start
6_report | RST | LO_PLL_TRANS.ADF_CLK_reg | 0.08 | 1
4_1_cts | RST | LO_PLL_TRANS.DataWriteStatus[5] | 0.07 | 1
5_1_grt | RST | LO_PLL_TRANS.DataWriteStatus[5] | 0.07 | 1
per-stage QoR:
stage          area (um^2)  setup WS [ns]
2_1_floorplan         6070           1.02
3_3_place_gp          6600          0.539
3_5_place_dp          6600          0.497
4_1_cts               7160          0.865
5_1_grt               7160          0.679
6_report              7160          0.832
kinds of logic after synthesis:
logic type	after synthesis	synth area share, %
XOR/XNOR	26	3.77
other	2	0.124
AND/OR/NAND/NOR	195	18.3
AND-OR/OR-AND	99	10.6
adder cells (fa/ha/maj)	5	1.03
latches	2	0.497
buffers and inverters	54	4.35
flip-flops	123	55.3
multiplexers	25	6.02
cell usage in the layout, fill, tap and decap left out, types with 9 or more instances in the layout:
cell / n
o21ai_0: 22
dfstp_2: 19
nand4_1: 9
inv_1: 20
mux2_2: 11
nand2_1: 22
xor2_1: 13
nor2_1: 57
nor3_1: 13
nor4_1: 15
clkbuf_16: 17
edfxtp_1: 48
nand3_1: 15
a21oi_1: 28
xnor2_1: 13
dfrtp_1: 56
clkdlybuf4s50_1: 35
where the power goes:
| group | leakage [uW] | switching [uW] | total [uW] | internal, uW |
|---|---|---|---|---|
| clock | 0.000277 | 697 | 1790 | 1090 |
| combinational | 0.00105 | 55.5 | 98.6 | 43.1 |
| sequential | 0.00140 | 0.265 | 1640 | 1640 |
| total | 0.00273 | 753 | 3530 | 2780 |
Power and IR drop assume default switching activity.
