==> ./design.v <==
`timescale 1ns / 1ps
module COUNTER
#(
parameter THRESHOLD = 8'd39,
QUADRATURE_START = 8'd10  
)
(
    input RST,
    input CLK,
	output PHASE_START,  
    output [7:0] SIN_COUNTER,
	output [7:0] COS_COUNTER
    );
reg [7:0] SinCountorReg;
reg [7:0] CosCountorReg;	
always@(posedge CLK,negedge RST)
begin
	if(!RST)
		begin
			SinCountorReg = 0;
			CosCountorReg = QUADRATURE_START;
		end
	else
		begin
		   if(SinCountorReg == THRESHOLD)
				begin 
					SinCountorReg = 0;
				end
			else
				begin
					SinCountorReg =  SinCountorReg + 8'd1;
				end
		   if(CosCountorReg == THRESHOLD)
				begin
				   CosCountorReg =0;
				end
			else
				begin
				  CosCountorReg =  CosCountorReg + 8'd1;
				end
		end		
end
assign SIN_COUNTER = SinCountorReg;
assign COS_COUNTER = CosCountorReg;
endmodule
==> ./run.sh <==
#!/bin/bash
# OpenROAD 26Q1-2900-gdf79404cd8, Yosys 0.63+post, stock flow scripts
make -C /OpenROAD-flow-scripts/flow DESIGN_CONFIG=/design/flow/config.mk WORK_HOME=/design/flow/orfs finish
==> ./config.mk <==
export PLATFORM = sky130hd
export DESIGN_NAME = COUNTER
export DESIGN_NICKNAME = COUNTER
export VERILOG_FILES = /design/flow/design.v
export SDC_FILE = /design/flow/constraint.sdc
export NUM_CORES = 4
export LEC_CHECK = 1
export CORE_AREA = 10 10 79 79
export DIE_AREA = 0 0 89 89
==> ./constraint.sdc <==
current_design COUNTER

set clk_period 2.5
set clk_io_pct 0.2

create_clock -name clk0 -period $clk_period [get_ports {CLK}]

set non_clock_inputs [all_inputs -no_clocks]
set_input_delay [expr $clk_period * $clk_io_pct] -clock clk0 $non_clock_inputs
set_output_delay [expr $clk_period * $clk_io_pct] -clock clk0 [all_outputs]
==> GITHUB_STEP_SUMMARY <==
### Flow metrics

| Metric | Value |
|---|---|
| Register-to-register setup slack | 1.14 ns |
| Crit-path leading delay family | flip-flops |
| I/O pin cnt | 19 |
| Area leader share | 50.72% |
| DRC violations left | 0 |
| Clk pin slew, worst setup/hold paths | 0.06 ns |
| WHS Path Cells | 1 |
| Element type at the critical path start | flop |
| Die area | 7921 um^2 |
| Worst r2r path cells | 3 |
| Status | complete, no violations |
| Pleak | 0.4195 nW |
| CP endpoint kind | primary output |
| Final WL | 1444 um |
| ANT nets after route | 0 |
| Crit-path max FO | 6 |
| RSZ-0062 raised after global routing | false |
| Synth Warn # | 2 |
| Post-layout util | 20.72% |
| Number of buffers created by CTS | 3 |
| Peak Freq | 0.5585 GHz |
| RR Startpoint | CosCountorReg[4] |
| Crit-path slowest cell | dfstp_2 |
| Post-CTS Setup Inserts | 0 |
| Mapped Area | 690.7 um^2 |
| Total core area | 4661 um^2 |
| Top cells excl fill/tap | clkdlybuf4s50_1 (17), dfrtp_1 (14), xor2_1 (7), nand3_1 (6), a21oi_1 (5) |
| CTS resizes | 0 |
| H-tree depth | 1 |
| CTS Hold Bufs | 0 |
| Synth unique cells | 20 |
| Die height | 89 um |
| Largest net degree at the start of global routing | 17 |
| WS Path Type | flop to primary output |
| Vias in the first global route | 518 |
| Final Cycle Share | 71.63% |
| Maximum VDD drop | 0.0002560 V |
| Final GP Congestion | 0.8304 |
| Root buf cell | clkbuf_8 |
| Mapped Cells | 60 |
| Slew Limit Fails | 0 |
| Count of tool warnings | 25 |
| Endpoint, Worst Hold | CosCountorReg[0] |
| Late-Pin Clk Latency | 0.24 ns |
| Critical path required time | 2.00 ns |
| Largest cells by area | dfrtp_1 (51%), xor2_1 (8.9%), dfstp_2 (7.6%) |
| Share of cells above drive strength 1 | 7.500% |
| IO Port Bufs | 17 |
| Seq/Total Area, Yosys | 58.33% |
| Yosys top cell by area | dfrtp_1 |
| Dpl ws | 0.9648 ns |
| GRT Total Usage | 3.717% |
| Skew final | 0.0005831 ns |
| Hold_sp | CosCountorReg[0] |
| DIE WIDTH | 89 um |
| Reg2reg end | CosCountorReg[0] |
| Global route overflow | 0 |
| Worst slew pin tran | 0.7189 ns |
| First-pass GRT wire length | 2352 um |
| Vias/cell | 3.896 |
| Setup TNS | 0 ns |
| Yosys cell count | 60 |
| Init Core Util | 14.82% |
| CP arrival | 1.29 ns |
| Row cnt | 25 |
| Clock period minus worst slack | 1.791 ns |
| Most instantiated logic cell after routing | clkdlybuf4s50_1 |
| Worst hold-check path type | flop to flop |
| CTS max path bufs | 2 |
| Drt pass-1 iters | 4 |
| Yosys stat chip area | 690.7 um^2 |
| MaxCap Viol Count | 0 |
| # fillers | 496 |
| Antenna diode count | 0 |
| Initial antenna violation count | 0 |
| Syn Area/Cell | 11.51 um^2 |
| First DRT Iteration DRCs | 13 |
| CTS tree | yes |
| CP max stage delay | 0.58 ns |
| Clock sinks | 16 |
| Critical-path cell list | clkdlybuf4s50_1 |
| WL per Instance | 10.78 um |
| Buf/Inv on CP | 1 |
| PwrDens | 475.6 nW/um^2 |
| Slew HR | 51.92% |
| Area growth, synth to finish | 39.86% |
| Final Hold Viols | 0 |
| # setup viols final | 0 |
| Min setup slack post-route | 0.7094 ns |
| Via count | 522 |
| WP depth | 1 |
| Final Power | 0.4594 mW |
| Post-synth regs | 16 |
==> synth_stat cells (all sizes together) <==
master and instances:
nor4 1, buf 1, xor2 7, a21boi 2, ha 2, inv 1
mux2i 2, nand4 1, dfstp 2, or4 1, nor2 5, and3 1
nor3 3, nand2 2, dfrtp 14, a21oi 5, nand3 6, xnor2 3
conb 1
==> final cells by class <==
type	count	area (um^2)	share of cell area, %
sequential	16	402.9	41.71
clock buffer	4	45.04	4.663
inverter	1	3.754	0.3886
multi-input combinational	42	276.5	28.63
timing repair buffer	17	170.2	17.62
tap	54	67.56	6.995
==> how the worst max path moves through the flow <==
stage,from,end,slack (ns)
4_1_cts,CosCountorReg[3],COS_COUNTER[3],0.70
5_1_grt,CosCountorReg[3],COS_COUNTER[3],0.67
6_report,CosCountorReg[3],COS_COUNTER[3],0.71
==> metrics by stage <==
step	instances	hold WS [ns]	area, um^2
floorplan	60	0.2044	690.7
global placement	130	0.4654	920.9
detailed placement	130	0.4809	920.9
CTS	134	0.4897	965.9
global route	134	0.5073	965.9
finish	134	0.4860	965.9
==> cell families (layout without fill, tap and decap cells) <==
| family | count (synthesis) | after routing | share of synthesized area, % |
|---|---|---|---|
| compound gates | 7 | 7 | 5.796 |
| xor+xnor | 10 | 10 | 12.68 |
| fa+ha+maj | 2 | 2 | 3.623 |
| buf+inv | 2 | 22 | 1.630 |
| flops | 16 | 16 | 58.33 |
| mux | 2 | 2 | 2.899 |
| other cells | 1 | 1 | 0.5430 |
| simple gates | 20 | 20 | 14.49 |
==> worst reg2reg max path: cells and delay by family (launching register included) <==
family / cells / cell delay (ns)
flip-flops: 1 / 0.43
AND-OR/OR-AND: 1 / 0.09
AND/OR/NAND/NOR: 2 / 0.72
==> routing by layer <==
| layer | GRT usage [%] | vias up | share of wire (%) |
|---|---|---|---|
| met5 | 0 | - | 0 |
| met4 | 0.2890 | 0 | 0.35 |
| met3 | 2.479 | 2 | 13 |
| met2 | 5.386 | 24 | 42 |
| met1 | 4.705 | 249 | 44 |
| li1 | - | 247 | - |
==> power by group <==
part	internal (mW)	switching, mW
logic	0.00137	0.00494
registers	0.259	0
clock network	0.113	0.0812
total	0.373	0.0862
==> state kept, by name (all words and copies together) (netlist names) <==
| name | flops |
|---|---|
| SinCountorReg | 8 |
| CosCountorReg | 8 |
Power and IR drop assume default switching activity.
