===== /design/flow/design.v =====
`timescale 1ns / 1ps
module FT245RL
#(
parameter DELAY_TICKS = 4'd5 
)
(
    input CLK,
    input RST,
	input TXEN,  
	output TX_VALID, 
	output TX_DONE,
	input [7:0]TX_DATA,  
	output RX_DONE,  
	output [7:0]RX_DATA, 
    input TXE,   
    input RXF,
    output WR,
    output RD,
    inout [7:0]DATA_IO
    );
localparam[2:0]
IDLE_STATUS = 3'd0,
READ_STATUS = 3'd1,
WRITE_STATUS = 3'd2,
R_WAIT_STATUS = 3'd3,  
W_WAIT_STATUS = 3'd4;  
(* KEEP="TRUE"*) reg [2:0]ReadWriteStatus,ReadWriteStatus_next;
reg RD_reg,WR_reg;
reg RD_reg_next, WR_reg_next;
reg DelayStatus,DelayStatus_next; 
reg DelayFlag,DelayFlag_next;  
reg CntEn,CntEn_next; 
localparam [0:0]
IDLE = 1'b0,
CNT = 1'b1;
(* KEEP="TRUE"*) reg [7:0]RX_DATA_reg,RX_DATA_reg_next;
reg TX_DONE_reg,TX_DONE_reg_next;
reg RxDoneReg,RxDoneReg_next;
always@(posedge CLK, negedge RST)
begin
if(!RST)
	begin
	ReadWriteStatus <= IDLE_STATUS;
	RD_reg <= 1'b1;
	WR_reg <= 1'b1;
	DelayFlag <= 1'b0;
	RX_DATA_reg <= 1'b0;
	TX_DONE_reg <= 1'b0;
	CntEn <= 1'b0;
	DelayStatus <= 1'b0;
	RxDoneReg <= 1'b0;
	end
else
	begin
	ReadWriteStatus <= ReadWriteStatus_next;
	RD_reg <= RD_reg_next;
	WR_reg <= WR_reg_next;
	DelayFlag <= DelayFlag_next;
	RX_DATA_reg <= RX_DATA_reg_next;
	TX_DONE_reg <= TX_DONE_reg_next;
	CntEn <= CntEn_next;
	DelayStatus <= DelayStatus_next;
	RxDoneReg <= RxDoneReg_next;
	end
end
reg [3:0]Couter;
always@(posedge CLK, negedge RST)
begin
	if(!RST)
		begin
		Couter = 4'd0;
		DelayStatus_next = IDLE;
		DelayFlag_next = 1'b0;
		end
	else
		begin
		DelayFlag_next = 1'b0;
		DelayStatus_next = DelayStatus;
			case(DelayStatus)
			IDLE:
				begin
				if(CntEn)
					begin
					DelayStatus_next = CNT;
					Couter = 4'd0;					
					end
				end
			CNT:
				begin
					if(Couter == DELAY_TICKS)
						begin
						Couter = 4'd0;
						DelayStatus_next = IDLE;
						DelayFlag_next = 1'b1;	
						end
					else
						begin
						Couter = Couter + 4'd1;
						end
				end
			endcase
		end
end	
always@*
begin
	ReadWriteStatus_next = ReadWriteStatus;
    RD_reg_next= RD_reg;
	WR_reg_next= WR_reg;
	CntEn_next = 1'b0;
	RxDoneReg_next = 1'b0;
	RX_DATA_reg_next = RX_DATA_reg;
	TX_DONE_reg_next = 1'b0;
	case(ReadWriteStatus)
	IDLE_STATUS:
		begin
		if(!RXF)
			begin
			ReadWriteStatus_next = READ_STATUS;	
			RD_reg_next = 1'b0;
			CntEn_next = 1'b1;
			end
		else if(TXEN)
			begin
		    ReadWriteStatus_next = WRITE_STATUS;
			CntEn_next = 1'b1;
			WR_reg_next = 1'b1;
			end
		end
	READ_STATUS:
		begin
			if(DelayFlag)
			begin
			 RX_DATA_reg_next = DATA_IO;
			 ReadWriteStatus_next = R_WAIT_STATUS;
			end
		end
	WRITE_STATUS:
		begin
			if(DelayFlag)
				begin
				WR_reg_next = 1'b0;
				end
			if(TXE)
				begin
			   ReadWriteStatus_next = W_WAIT_STATUS;
			   end
		end
	R_WAIT_STATUS:
		begin
		RD_reg_next = 1'b1;
		if(RXF)
			begin
			ReadWriteStatus_next = IDLE_STATUS; 
			RxDoneReg_next = 1'b1;
			end
		end
    W_WAIT_STATUS:
		begin
	    if(!TXE)
			begin
			  ReadWriteStatus_next = IDLE_STATUS; 
			  TX_DONE_reg_next = 1'b1;
			end
		end
	default:
	 ReadWriteStatus_next = IDLE_STATUS;
	endcase
end
assign RD = RD_reg;
assign WR = WR_reg;
assign DATA_IO = (ReadWriteStatus == WRITE_STATUS)? TX_DATA : 8'bz; 
assign TX_VALID = TXE;	
assign TX_DONE = TX_DONE_reg;
assign RX_DATA = RX_DATA_reg;
assign RX_DONE = RxDoneReg;
endmodule

===== /design/flow/constraint.sdc =====
current_design FT245RL

set clk_period 2.2
set clk_io_pct 0.2

create_clock -name clk0 -period $clk_period [get_ports {CLK}]

set non_clock_inputs [all_inputs -no_clocks]
set_input_delay [expr $clk_period * $clk_io_pct] -clock clk0 $non_clock_inputs
set_output_delay [expr $clk_period * $clk_io_pct] -clock clk0 [all_outputs]

===== /design/flow/config.mk =====
export PLATFORM = sky130hd
export DESIGN_NAME = FT245RL
export DESIGN_NICKNAME = FT245RL
export VERILOG_FILES = /design/flow/design.v
export SDC_FILE = /design/flow/constraint.sdc
export NUM_CORES = 4
export LEC_CHECK = 1
export CORE_AREA = 10 10 86 86
export DIE_AREA = 0 0 96 96

===== /design/flow/run.sh =====
#!/bin/bash
# OpenROAD 26Q1-2900-gdf79404cd8, Yosys 0.63+post, stock flow scripts
make -C /OpenROAD-flow-scripts/flow DESIGN_CONFIG=/design/flow/config.mk WORK_HOME=/design/flow/orfs finish

==> results_dict.tcl <==
# flow metrics
set metrics [dict create \
    status "aborted with a tool error" \
    lastStage "clock tree synthesis" \
    error "[error] [KeplerFormal.cpp:679] Workflow failed: Iso has multiple drivers: .TX_DATA0, input5.X0" \
    cts_buffers 3 \
    synthesis.instances 90 \
    htreeDepth 1 \
    yosys.area.top_type_share 0.530 \
    synth_seq_share 0.603 \
    clockRootBuffer "clkbuf_8" \
    ys_cells 90 \
    cts_hold_buffers 0 \
    synth_cell_type_count 24 \
    post_cts_resized 0 \
    synth-area-yosys_sq_um 1090 \
    cts_num_sinks 26 \
    largest_area_cell "dfrtp_1" \
    port_buffers 25 \
    ys.flops 26 \
    die_height_um 96 \
    common_cells "23 x dfrtp_1, 9 x buf_4, 8 x inv_1, 8 x mux2_2, 6 x o21ai_0" \
    synth-edff-count 0 \
    avgSynthCellArea_sq_um 12.1 \
    synth_area_sq_um 1090 \
    place.gp.congestion 0.753 \
    die_w_um 96 \
    row_count 27 \
    yosys_most_used_dff "dfrtp_1" \
    top_cell "dfrtp_1" \
    ys.warnings.count 2 \
    yosys-top-cells-area "dfrtp_1 53%, mux2_2 8.3%, dfstp_2 7.3%" \
    dp_hpwl_um 1500 \
    post_cts.repair.setup_buffers 0 \
    clk_path_buf_depth 2 \
    place_area_sq_um 1360 \
    async_reset_ff_frac 1.00 \
    io_pins 34 \
    fp_util 0.196 \
]
-- stage by stage --
stage / setup slack (ps) / utilization / hold slack (ps) / cells
after floorplan: 1010 / - / 144 / 90
after global placement: 329 / 0.246 / 332 / 178
after detailed placement: 313 / 0.246 / 335 / 178
-- cell families after synthesis --
logic type | synth area share
buf+inv | 0.0945
fa+ha+maj | 0.0230
mux | 0.0830
flops | 0.603
simple gates | 0.108
compound gates | 0.0887
